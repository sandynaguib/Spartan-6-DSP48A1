`flow/design.v`:
```
module DSP_2 (A,B,C,D,CARRYIN,M,P,CARRYOUT,CARRYOUTF,CLK,OPMODE,CEA,CEB,CEC,
	CECARRYIN,CED,CEM,CEOPMODE,CEP,RSTA,RSTB,RSTC,RSTCARRYIN,RSTD,RSTM,RSTOPMODE,RSTP,PCIN,PCOUT,BCOUT,BCIN); 
input [17:0] A , B , D ; 
input [47:0] C ; 
input [17:0] BCIN; 
input CARRYIN,CLK,CEA,CEB,CEC,CECARRYIN,CED,CEM,CEOPMODE,CEP; 
input RSTA,RSTB,RSTC,RSTD,RSTM,RSTOPMODE,RSTP,RSTCARRYIN; 
input [47:0] PCIN ; 
input [7:0] OPMODE ;
output [47:0] P ; 
output [35:0] M ; 
output CARRYOUT,CARRYOUTF; 
output [47:0] PCOUT; 
output [17:0] BCOUT ; 
parameter A0REG =0 ;
parameter A1REG =1 ;
parameter B0REG =0 ;
parameter B1REG =1 ; 
parameter CREG=1 ;
parameter DREG=1 ;
parameter MREG=1 ; 
parameter PREG=1 ; 
parameter CARRYINREG=1;  
parameter CARRYOUTREG=1;   
parameter OPMODEREG =1 ; 
parameter CARRYINSEL="OPMODE5";  
parameter B_INPUT="DIRECT"; 
parameter RSTTYPE="SYNC"; 
wire [17:0] A0_out,B0_out,A1_out,B1_out,D_out;
wire [47:0] C_out; 
reg [17:0] Adder_out,MUX_1_out; 
wire [7:0] OPMODE_out; 
wire [35:0] Multiplier_out; 
wire [35:0] M_out;
reg Carry_cascade; 
wire Carry_cascade_out; 
reg [47:0] MUX_X_out , MUX_Z_out; 
reg [47:0] Adder_2_out;
reg Carry_out_before_reg ; 
generate 
if(RSTTYPE=="ASYNC") begin : async_load_inputs 
	Load_inputs_asynch #(.PIPELINE(A0REG),.WIDTH(18)) I1 (.IN(A),.EN(CEA),.OUT(A0_out),.RST(RSTA),.CLK(CLK));
	Load_inputs_asynch #(.PIPELINE(CREG),.WIDTH(48)) I2 (.IN(C),.EN(CEC),.OUT(C_out),.RST(RSTC),.CLK(CLK));
	Load_inputs_asynch #(.PIPELINE(DREG),.WIDTH(18)) I3 (.IN(D),.EN(CED),.OUT(D_out),.RST(RSTD),.CLK(CLK));
	Load_inputs_asynch #(.PIPELINE(OPMODEREG),.WIDTH(8)) I4 (.IN(OPMODE),.EN(CEOPMODE),.OUT(OPMODE_out),.RST(RSTOPMODE),.CLK(CLK));
	if(B_INPUT=="DIRECT")  begin : direct_B_input 
		Load_inputs_asynch #(.PIPELINE(B0REG),.WIDTH(18)) I5 (.IN(B),.EN(CEB),.OUT(B0_out),.RST(RSTB),.CLK(CLK));
	end 
	else begin : BCIN_B_input_asynch  
		Load_inputs_asynch #(.PIPELINE(B0REG),.WIDTH(18)) I5 (.IN(BCIN),.EN(CEB),.OUT(B0_out),.RST(RSTB),.CLK(CLK));
	end 
end 
	else begin : sync_load_inputs 
		Load_inputs_synch #(.PIPELINE(A0REG),.WIDTH(18)) I1 (.IN(A),.EN(CEA),.OUT(A0_out),.RST(RSTA),.CLK(CLK));
		Load_inputs_synch #(.PIPELINE(CREG),.WIDTH(48)) I2 (.IN(C),.EN(CEC),.OUT(C_out),.RST(RSTC),.CLK(CLK));
		Load_inputs_synch #(.PIPELINE(DREG),.WIDTH(18)) I3 (.IN(D),.EN(CED),.OUT(D_out),.RST(RSTD),.CLK(CLK));
		Load_inputs_synch #(.PIPELINE(OPMODEREG),.WIDTH(8)) I4 (.IN(OPMODE),.EN(CEOPMODE),
							.OUT(OPMODE_out),.RST(RSTOPMODE),.CLK(CLK));
		if(B_INPUT=="DIRECT") begin :  direct_B_input_synch
			Load_inputs_synch #(.PIPELINE(B0REG),.WIDTH(18)) I5 (.IN(B),.EN(CEB),.OUT(B0_out),.RST(RSTB),.CLK(CLK));
		end else begin : BCIN_B_input_synch
			Load_inputs_synch #(.PIPELINE(B0REG),.WIDTH(18)) I5 (.IN(BCIN),.EN(CEB),.OUT(B0_out),.RST(RSTB),.CLK(CLK));
		end
	end 
endgenerate 
generate 
	if(RSTTYPE=="ASYNC") begin :  async_pipeline_stage2 
		Load_inputs_asynch #(.PIPELINE(B1REG),.WIDTH(18)) I6 (.IN(MUX_1_out),.EN(CEB),.OUT(B1_out),.RST(RSTB),.CLK(CLK)); 
		Load_inputs_asynch #(.PIPELINE(A1REG),.WIDTH(18)) I11 (.IN(A0_out),.EN(CEA),.OUT(A1_out),.RST(RSTA),.CLK(CLK));
	end 
	else begin : sync_pipeline_stage2
	Load_inputs_synch #(.PIPELINE(B1REG),.WIDTH(18)) I6 (.IN(MUX_1_out),.EN(CEB),.OUT(B1_out),.RST(RSTB),.CLK(CLK));
	Load_inputs_synch #(.PIPELINE(A1REG),.WIDTH(18)) I11 (.IN(A0_out),.EN(CEA),.OUT(A1_out),.RST(RSTA),.CLK(CLK));
	end 
endgenerate
always @(*) begin 
	if(OPMODE_out[6])
		Adder_out=D_out-B0_out; 
	else 
		Adder_out=D_out+B0_out; 
	if(OPMODE_out[4]) 
		MUX_1_out=Adder_out;
	else 
		MUX_1_out=B0_out; 
end 
assign BCOUT=B1_out; 
generate 
	if(RSTTYPE=="ASYNC") begin : async_stage3 
		Load_inputs_asynch #(.PIPELINE(MREG),.WIDTH(36)) I7 (.IN(Multiplier_out),.EN(CEM),.OUT(M_out),.RST(RSTM),.CLK(CLK));
		Load_inputs_asynch #(.PIPELINE(CREG),.WIDTH(1)) I8 (.IN(Carry_cascade),.EN(CECARRYIN),.OUT(Carry_cascade_out),
							.RST(RSTCARRYIN),.CLK(CLK));
	end 
	else begin  : sync_stage3
		Load_inputs_synch #(.PIPELINE(MREG),.WIDTH(36)) I7 (.IN(Multiplier_out),.EN(CEM),
							.OUT(M_out),.RST(RSTM),.CLK(CLK));
		Load_inputs_synch #(.PIPELINE(CREG),.WIDTH(1)) I8 (.IN(Carry_cascade),.EN(CECARRYIN),.OUT(Carry_cascade_out),
							.RST(RSTCARRYIN),.CLK(CLK));
	end 
endgenerate
always @(*) begin 
	if (CARRYINSEL=="OPMODE5") 
		Carry_cascade=OPMODE_out[5]; 
	else if (CARRYINSEL=="CARRYIN")
		Carry_cascade=CARRYIN; 
	else 
		Carry_cascade=0; 
end 
assign Multiplier_out=B1_out*A1_out; 
assign M=M_out; 
generate 
	if(RSTTYPE=="ASYNC") begin : async_stage4 
		Load_inputs_asynch #(.PIPELINE(PREG),.WIDTH(48)) I9 (.IN(Adder_2_out),.EN(CEP),.OUT(P),.RST(RSTP),.CLK(CLK));
		Load_inputs_synch #(.PIPELINE(CARRYOUTREG),.WIDTH(1)) I10 (.IN(Carry_out_before_reg),.EN(CECARRYIN),.OUT(Carry_out_after_reg),
							.RST(RSTCARRYIN),.CLK(CLK));
	end 
	else begin : sync_stage4
		Load_inputs_synch #(.PIPELINE(PREG),.WIDTH(48)) I9 (.IN(Adder_2_out),.EN(CEP),.OUT(P),.RST(RSTP),.CLK(CLK));
		Load_inputs_synch #(.PIPELINE(CARRYOUTREG),.WIDTH(1)) I10 (.IN(Carry_out_before_reg),.EN(CECARRYIN),.OUT(CARRYOUT)
							,.RST(RSTCARRYIN),.CLK(CLK));
	end 
endgenerate 
always @(*) begin 
	case(OPMODE_out[1:0]) 
	2'b00:MUX_X_out=48'b0;
	2'b01:MUX_X_out={12'b0,M_out};
	2'b10:MUX_X_out=PCOUT; 
	2'b11:MUX_X_out={D[11:0],A[17:0],B[17:0]};
	endcase 
	case(OPMODE_out[3:2])
	2'b00:MUX_Z_out=48'b0;
	2'b01:MUX_Z_out=PCIN; 
	2'b10:MUX_Z_out=PCOUT; 
	2'b11:MUX_Z_out=C_out; 
	endcase 
	if(OPMODE_out[7])
		{Carry_out_before_reg,Adder_2_out}=MUX_Z_out-(MUX_X_out+Carry_cascade_out); 
	else 
		{Carry_out_before_reg,Adder_2_out}=MUX_Z_out+(MUX_X_out+Carry_cascade_out); 
end 
assign CARRYOUTF=CARRYOUT; 
assign PCOUT=P; 
endmodule 
module Load_inputs_synch (IN,CLK,EN,OUT,RST); 
parameter PIPELINE=1; 
parameter WIDTH=18;
input [WIDTH-1:0] IN; 
input CLK,RST,EN; 
reg [WIDTH-1:0] OUT_FF ;
output [WIDTH-1:0]  OUT; 
always @(posedge CLK) begin 
	if(RST)
		OUT_FF<=0; 
	else if (EN)
		OUT_FF<=IN; 
end 
assign OUT = (PIPELINE) ? OUT_FF : IN ; 
endmodule 
```
`flow/run.sh`:
```
#!/bin/bash
# OpenROAD 26Q1-2900-gdf79404cd8, Yosys 0.63+post, stock flow scripts
make -C /OpenROAD-flow-scripts/flow DESIGN_CONFIG=/design/flow/config.mk WORK_HOME=/design/flow/orfs finish
```
`flow/config.mk`:
```
export PLATFORM = sky130hd
export DESIGN_NAME = DSP_2
export DESIGN_NICKNAME = DSP_2
export VERILOG_FILES = /design/flow/design.v
export SDC_FILE = /design/flow/constraint.sdc
export NUM_CORES = 4
export LEC_CHECK = 1
export CORE_UTILIZATION = 30
```
`flow/constraint.sdc`:
```
current_design DSP_2

set clk_period 35.5
set clk_io_pct 0.2

create_clock -name clk0 -period $clk_period [get_ports {CLK}]

set non_clock_inputs [all_inputs -no_clocks]
set_input_delay [expr $clk_period * $clk_io_pct] -clock clk0 $non_clock_inputs
set_output_delay [expr $clk_period * $clk_io_pct] -clock clk0 [all_outputs]
```
==> impl_metrics.yaml <==
# generated from flow reports
run_status:
  run_status: "completed"
layout:
  final_layout_size_suffix_gt1_share_pct: 7.119
  n_fill_cell: 8949
  syn_to_layout_area_delta_pct: 17.90
  regArea_mm2: 0.003930
  logic_area_mm2: 0.01977
final_timing:
  setup_repair_after_global_routing_missed_its_margin: "no"
  layout_worst_path_cycle_share_pct: 40.99
  max_freq_ghz: 0.06872
  fin_tns_setup_ns: 0
  final-setup-viol-count: 0
  final-max-slew-violation-count: 0
  worst-slew-pin-transition_ns: 0.9098
  hold_viol_final: 0
  layout_setup_ws_ns: 20.95
  timing.slew.headroom_pct: 38.88
  finalWorstPathRequiredPeriod_ns: 14.55
  fin_skew_ns: 0.01861
global_routing:
  grt_max_degree: 67
  grt_pass1_wl_um: 139600
  grt_antenna_before_repair: 7
  groute.usage.overall_pct: 21.64
  grt_remaining_overflow: 0
  groute.layer.met2.usage_pct: 33.43
  grtUsageMet3_pct: 10.07
  via_count_of_the_first_global_routing_pass: 22350
  grt.met1_usage_pct: 28.37
  grt.busiest_layer: "met2"
synth:
  async_sr_flop_fraction_pct: 0
  synth.lib_cells_used.distinct: 92
  synth-cells-yosys: 3131
  ys_seq_share_pct: 15.04
  postSynthRegisterBits: 196
  syn-instance-count: 3131
  syn-mean-instance-area_um2: 8.333
  yosys.stat.chipArea_mm2: 0.02609
  ys_dominant_reg_cell: "dfxtp_1"
  synth-edff-count: 0
  yosys_warnings: 7
  mappedNetlistArea_mm2: 0.02609
pwr:
  internal_power_uw: 664.2
  vdd_ir_drop_max_v: 0.00004747
  power_frac_seq_pct: 26.0
  p_leak_uw: 0.01350
  power.switching_uw: 546.0
  switching_share_pct: 45.12
  power.share.clock_pct: 18.0
  pwr_density_cell_mw_per_mm2: 39.34
  combPwrFrac_pct: 56.0
die:
  core_region_area_mm2: 0.08568
  num_rows: 107
  dieArea_mm2: 0.08816
  die_y_um: 296.9
  die_w_um: 296.9
  fraction_of_the_core_area_occupied_by_cells_at_floorplan_pct: 30.45
  boundaryPins: 346
placement:
  count_of_input_and_output_buffers: 326
  place_hpwl_um: 72570
  pre_cts_ws_ns: 20.60
  place.gp.congestion: 0.9592
route:
  drt-pass1-iter-count: 6
  remaining_drc_errors: 0
  routedWlPerCell_um: 20.68
  detail_route.iter0.violations: 1121
  antenna_viol_nets_final: 0
  routed_via_density: 5.014
  routed_wl_um: 92520
  vias: 22430
critical_path:
  cp_top_family: "simple AND/OR/NAND/NOR gates"
  slowest_delay_ns: 0.71
  cp_max_fo: 12
  standard_cell_with_the_maximum_stage_delay_on_the_critical_path: "nand4_1"
  setup.worst_path.end_class: "register"
  worst-path-buf-inv: 2
  data_required_time_at_the_worst_endpoint_ns: 35.92
  type_of_the_worst_setup_path: "in -> reg"
  critPathArrivalTime_ns: 14.97
  cp-start-kind: "primary input"
clocking:
  quantity_of_gates_resized_following_cts: 0
  tritoncts: "done"
  post-cts-setup-buffer-count: 0
  insertion_delay_ns: 0.54
  inserted_clock_buffers: 17
  number_of_buffers_inserted_for_hold_repair_after_clock_tree_synthesis: 0
  clock_tree.buffer_depth: 2
  cts-root-buf: "clkbuf_16"
  worst_setup_hold_path_clk_slew_ns: 0.09
  tritoncts_num_sinks: 196
  cts_htree_levels: 4
min_path:
  hold_crit_path_type: "reg -> reg"
run:
  timing.max_cap.violations: 0
  warnings: 44
worst reg2reg max path, delay by kind of cell (launching register included):
kind	cells	cell delay [ns]
AOI/OAI and AO/OA	10	2.56
buffers and inverters	3	1.16
xor gates and xnor gates	3	0.78
and+or+nand+nor	11	3.11
adders and majority gates	3	0.80
DFF	1	0.32
through the flow:
stage	util (%)	power [uW]	cells	hold WS, ns	instance area, um^2
6_report	35.90	1210	4474	0.4925	30760
5_1_grt	35.90	1307	4473	0.5217	30760
4_1_cts	35.90	1218	4473	0.4997	30760
3_5_place_dp	35.18	989.6	4441	0.4797	30140
3_3_place_gp	35.18	993.4	4441	0.4622	30140
2_1_floorplan	-	740.6	3131	0.4212	26090
power groups by stage:
stage	Combinational [uW]	Sequential [uW]	Clock, uW
4_1_cts	678	314	226
5_1_grt	754	319	234
6_report	678	315	217
cells in the final DEF (no fill, tap or decap), drive strengths merged, types with 29 or more instances in the layout:
cell type,instances
ha,179
xnor2,127
xor2,53
nor4,38
inv,354
clkdlybuf4s50,321
and2,115
fa,258
dfxtp,196
buf,68
nor2,335
mux2i,161
nand3,38
a22o,52
mux2,92
o21ai,57
a21oi,130
nor3,51
a211oi,31
nand2,322
a22oi,29
a21o,41
metal layers:
metal	up-vias	part of all wire [%]	routed length, um
met2	812	45	41340
met1	10750	41	38250
met5	-	0.079	73
met4	12	2.1	1944
li1	10750	-	-
met3	104	12	10910
logic make-up (layout without fill, tap and decap cells):
logic type | Yosys count | count (layout) | share of synthesized area [%]
flip-flops | 196 | 196 | 15.04
buffers and inverters | 568 | 766 | 9.207
XOR/XNOR | 180 | 180 | 6.071
multiplexers | 253 | 253 | 10.16
AND/OR/NAND/NOR | 1023 | 1023 | 18.59
AND-OR/OR-AND | 474 | 474 | 12.55
adder cells (fa/ha/maj) | 437 | 437 | 28.38
other | 0 | 1 | 0
state kept, by name, indices dropped and copies added (netlist names):
signal and flops:
sync_load_inputs.I3.OUT_FF 18, sync_stage4.I9.OUT_FF 48, sync_stage4.I10.OUT_FF 1, sync_stage3.I8.OUT_FF 1, sync_pipeline_stage2.I6.OUT_FF 18, sync_stage3.I7.OUT_FF 36, sync_pipeline_stage2.I11.OUT_FF 18, sync_load_inputs.I2.OUT_FF 48
sync_load_inputs.I4.OUT_FF 8
cell type report:
type	count	share of cell area, %
clock buffers	17	1.383
inverters	345	4.210
flip-flops and latches	196	12.78
well taps	1144	4.653
multi-input cells	2367	64.28
repair buffers	389	12.06
clock inverters	15	0.6223
diodes	1	0.008135
synthesized netlist by cell type (49+ instances only):
| library cell | n | area, um^2 |
|---|---|---|
| a21oi_1 | 128 | 640.6 |
| a22o_1 | 52 | 455.4 |
| and2_1 | 114 | 713.2 |
| buf_4 | 59 | 442.9 |
| clkbuf_1 | 136 | 510.5 |
| dfxtp_1 | 196 | 3924 |
| fa_1 | 258 | 5165 |
| ha_1 | 179 | 2240 |
| inv_1 | 344 | 1291 |
| mux2_2 | 85 | 957.2 |
| mux2i_1 | 161 | 1612 |
| nand2_1 | 322 | 1209 |
| nor2_1 | 334 | 1254 |
| nor3_1 | 49 | 245.2 |
| o21ai_0 | 56 | 280.3 |
| xnor2_1 | 127 | 1112 |
| xor2_1 | 52 | 455.4 |
path summary, 6_finish.rpt:
kind	from	to	slack, ns	cells after the start
max reg2reg	sync_load_inputs.I4.OUT_FF[0]	sync_stage4.I9.OUT_FF[45]	26.67	30
min	sync_load_inputs.I2.OUT_FF[27]	sync_load_inputs.I2.OUT_FF[27]	0.49	2
min reg2reg	sync_load_inputs.I2.OUT_FF[27]	sync_load_inputs.I2.OUT_FF[27]	0.49	2
max	B[0]	sync_stage4.I9.OUT_FF[45]	20.95	30
Power and IR drop assume default switching activity.
