<file path="/design/flow/config.mk">
export PLATFORM = sky130hd
export DESIGN_NAME = Load_inputs_asynch
export DESIGN_NICKNAME = Load_inputs_asynch
export VERILOG_FILES = /design/flow/design.v
export SDC_FILE = /design/flow/constraint.sdc
export NUM_CORES = 4
export LEC_CHECK = 1
export CORE_AREA = 10 10 76 76
export DIE_AREA = 0 0 86 86
</file>
<file path="/design/flow/constraint.sdc">
current_design Load_inputs_asynch

set clk_period 1.0
set clk_io_pct 0.2

create_clock -name clk0 -period $clk_period [get_ports {CLK}]

set non_clock_inputs [all_inputs -no_clocks]
set_input_delay [expr $clk_period * $clk_io_pct] -clock clk0 $non_clock_inputs
set_output_delay [expr $clk_period * $clk_io_pct] -clock clk0 [all_outputs]
</file>
<file path="/design/flow/design.v">
module Load_inputs_asynch (IN,CLK,EN,OUT,RST); 
parameter PIPELINE=1; 
parameter WIDTH=18;
input [WIDTH-1:0] IN; 
input CLK,RST,EN; 
reg [WIDTH-1:0] OUT_FF ;
output [WIDTH-1:0] OUT; 
always @(posedge CLK or posedge RST) begin 
	if(RST)
		OUT_FF<=0; 
	else if (EN)
		OUT_FF<=IN; 
end 
assign OUT = (PIPELINE) ? OUT_FF : IN ; 
endmodule 
</file>
<file path="/design/flow/run.sh">
#!/bin/bash
# OpenROAD 26Q1-2900-gdf79404cd8, Yosys 0.63+post, stock flow scripts
make -C /OpenROAD-flow-scripts/flow DESIGN_CONFIG=/design/flow/config.mk WORK_HOME=/design/flow/orfs finish
</file>
==> flow_summary.toml <==
# flow metrics
[sta]
max_freq_mhz = 1050
grt_setup_unrepaired = "no"
period_used_pct = 95.4
fin_tns_setup_ns = 0
setup_viol_count_final = 0
fin_hold_ws_ns = 0.271
slew_viol_final = 0
relSlewSlack_pct = 89.4
tightestPinTransition_ns = 0.158
skew_ns = 0
hold_viol = 0
post-route-min-period_ns = 0.954

[drt]
routed_via_density = 3.62
routed_wirelength_um = 1920
route.detailed.drc = 0
wl_per_cell_um = 14.0
firstDrtPassIters = 2
drt_iter0_drc = 19
antenna_cells = 0
antenna_left = 0
vias = 496

[critical_path]
cp-end-kind = "output port"
cpMaxStageDelayCell = "dfrtp_1"
worstPathArrival_ns = 0.75
slowest_delay_ns = 0.39
crit_buf_inv = 1
crit_family = "flip-flops"
path_class = "flop to output port"
crit_path_start_kind = "flop"
path_cells = "buf_2"
cp.required_ns = 0.80
cp_max_fo = 2

[layout]
utilization_pct = 29.5
syn_to_final_growth_pct = 67.1
drive_above_1_share_pct = 55.2
regMostFlops = "OUT_FF"
fill_cells = 413
largestRegisters = "OUT_FF: 18 flops"
largest_reg_flops = 18

[grt]
grt_pass1_wl_um = 3230
grt_start_max_net_pins = 19
grt_pass1_vias = 603
antenna_found_initial = 0
grt.total_usage_pct = 5.44
grt_overflow = 0

[synth]
post_synth_main_area_contributors = "dfrtp_1 62%, mux2_4 21%, mux2_2 12%, buf_12 2.8%, buf_6 1.6%"
ys_ff = 18
yosys_cells = 39
yosys-stat-area_um2 = 726
logic_family = "multiplexers"
yosysWarnings = 1
aoi_share_pct = 0
ys.flop_type = "dfrtp_1"
yosys.area_share.simple_pct = 0
most_common_cell = "dfrtp_1"
xor_share_pct = 0
synth_area_um2 = 726
edf_count = 0
top_cell_area_share_pct = 62.1
fa_ha_area_share_pct = 0
synthArstFlopShare_pct = 100
ys_seq_share_pct = 62.1
synth.distinct_cells = 6
syn_area_per_cell_um2 = 18.6
synthCells = 39
yosys-top-cells-count = "18 x dfrtp_1, 10 x mux2_4, 8 x mux2_2"
synthMuxAreaShare_pct = 33.1
synth_area_leader_cell = "dfrtp_1"

[power]
vdd_ir_drop_max_mv = 0.800
power_leakage_uw = 0.000571
p_per_area_mw_per_mm2 = 1450

[placement]
portBuffers = 38
place.gp.congestion = 0.741
dp_hpwl_um = 1370

[clocking]
clk_path_buf_depth = 2
htreeDepth = 1
cts_made_buffers = 3
hold_buffers = 0
cts_tree = "yes"
clk_latency_ns = 0.25
clock-sinks = 18
clkTransAtPathRegs_ns = 0.07
cts_root_buffer = "clkbuf_8"

[run_status]
status = "finished, final reports clean"

[floorplanning]
fp.dieArea_mm2 = 0.00740
die_x_um = 86
die_h_um = 86
rows = 23
coreArea_mm2 = 0.00412
ioPinCount = 39
initial_core_util_pct = 17.6

[min_path]
hold_path.class = "primary input to asynchronous set/reset pin"

[run]
warnings = 25
drv_cap = 0
final timing paths:
check                                from   endpoint  slack [ns]  depth (start not counted)
worst max-delay path            OUT_FF[5]     OUT[5]        0.05                          1
worst min-delay path                  RST  OUT_FF[1]        0.27                          3
worst max register to register  OUT_FF[9]  OUT_FF[9]        0.13                          2
worst min register to register  OUT_FF[7]  OUT_FF[7]        0.50                          1
max in group asynchronous             RST  OUT_FF[9]        0.60                          3
min in group clk0               OUT_FF[7]  OUT_FF[7]        0.50                          1
routing by layer:
| layer | vias to the layer above | global-route usage [%] | share of wire [%] |
|---|---|---|---|
| li1 | 229 | - | - |
| met2 | 24 | 8.11 | 42 |
| met5 | - | 0 | 0 |
| met4 | 0 | 0.150 | 0 |
| met1 | 243 | 6.95 | 44 |
| met3 | 0 | 3.34 | 13 |
per-stage QoR:
step | setup WS, ns | cells | area (um^2) | power [uW]
after global routing | 0.00750 | 137 | 1210 | 1860
after floorplan | 0.132 | 39 | 726 | 963
after CTS | 0.0259 | 137 | 1210 | 1800
after global placement | -0.354 | 127 | 1180 | 1220
final | 0.0458 | 137 | 1210 | 1760
after detailed placement | -0.370 | 127 | 1180 | 1220
layout make-up:
type | instances | area, um^2 | share of cell area [%]
Clock buffer | 4 | 55.1 | 4.54
Tap cell | 50 | 62.6 | 5.16
Multi-Input combinational cell | 18 | 240 | 19.8
Inverter | 1 | 3.75 | 0.310
Timing Repair Buffer | 46 | 400 | 33.0
Sequential cell | 18 | 450 | 37.2
worst register-to-register path: cells and delay by family, from the launching register on:
kind                   cells  cell delay, ns
multiplexers               1            0.25
buffers and inverters      1            0.13
flip-flops                 1            0.38
logic make-up (layout without fill, tap and decap cells):
logic type | Yosys count | after routing
flip-flops | 18 | 18
buffers and inverters | 3 | 51
multiplexers | 18 | 18
power by group:
part           internal [uW]  switching (uW)  leakage, uW
registers                801            34.8     0.000210
clock network            349             240    0.0000288
logic                    254            82.2     0.000331
total                   1400             358     0.000571
layout by cell type, fill, tap and decap left out:
cell and instances:
dfrtp_1 18, mux2_2 8, buf_12 2, clkdlybuf4s15_1 1, clkbuf_8 4, buf_4 5
buf_2 18, inv_1 1, bufbuf_16 1, mux2_4 10, clkdlybuf4s50_1 19
timing repair:
item | in CTS | in global routing
setup endpoints to repair | 36 | 1
cloned | 1 | 0
setup buffers | 5 | 0
gates resized | 55 | 1
Power is estimated from default activity; no workload was simulated.
